[design/flow/run.sh]
#!/bin/bash
# OpenROAD 26Q1-2900-gdf79404cd8, Yosys 0.63+post, stock flow scripts
make -C /OpenROAD-flow-scripts/flow DESIGN_CONFIG=/design/flow/config.mk WORK_HOME=/design/flow/orfs finish
[design/flow/config.mk]
export PLATFORM = sky130hd
export DESIGN_NAME = KCSJ1
export DESIGN_NICKNAME = KCSJ1
export VERILOG_FILES = /design/flow/design.v
export SDC_FILE = /design/flow/constraint.sdc
export NUM_CORES = 4
export LEC_CHECK = 1
export CORE_AREA = 10 10 82 82
export DIE_AREA = 0 0 92 92
[design/flow/constraint.sdc]
current_design KCSJ1

set clk_period 3.3
set clk_io_pct 0.2

create_clock -name clk0 -period $clk_period [get_ports {clk}]

set non_clock_inputs [all_inputs -no_clocks]
set_input_delay [expr $clk_period * $clk_io_pct] -clock clk0 $non_clock_inputs
set_output_delay [expr $clk_period * $clk_io_pct] -clock clk0 [all_outputs]
[design/flow/design.v]
module KCSJ1(
    input wire clk,
    input wire reset,
    input wire coin_2,
    input wire coin_1,
    input wire buy_button,
    output reg drink_dispensed,
    output reg change_dispensed,
    output reg [3:0] total_coins_display,
    output reg [3:0] change_display
);
reg [4:0] state;
always @(posedge clk or posedge reset) begin
    if (reset) begin
        state <= 5'b00000;
        total_coins_display <= 4'b0000;
        change_display <= 4'b0000;
        drink_dispensed <= 1'b0;
        change_dispensed <= 1'b0;
    end else begin
        case (state)
            5'b00000: begin
                if (coin_2) total_coins_display <= total_coins_display + 2;
                else if (coin_1) total_coins_display <= total_coins_display + 1;
                else if (buy_button && total_coins_display >= 3) state <= 5'b00001;
            end
            5'b00001: begin
                drink_dispensed <= 1'b1;
                change_display <= total_coins_display - 3;
                state <= 5'b00010;
            end
            5'b00010: begin
                if (coin_2 && total_coins_display > 0) begin
                    change_dispensed <= change_dispensed - 2;
                    total_coins_display <= total_coins_display - 2;
                end else if (coin_1 && total_coins_display > 0) begin
                    change_dispensed <= change_dispensed - 1;
                    total_coins_display <= total_coins_display - 1;
                end else if (change_dispensed == 0) begin
                    state <= 5'b00000;
                    drink_dispensed <= 1'b0;
                    change_dispensed <= !change_dispensed;
                end
            end
            default: state = 'b00000;
        endcase
    end
end
endmodule
==> deck_impl_summary.md <==
Run Summary

Status
  – Status: complete, no violations

Clock network
  – CTS Buf Count: 3
  – Post-CTS setup buffer count: 0
  – TritonCTS clock tree: yes
  – Clock tree buffer depth: 2
  – Post_cts resized: 0
  – Clock Latency Late Sink: 0.24 ns
  – Hold buffer count at CTS: 0
  – Clk slew on worst S/H paths: 0.05 ns
  – Clock Tree Root: clkbuf_8
  – Number of clock sinks: 13
  – H-tree depth: 1

STA
  – Slew margin rel.: 0.653
  – Fin crit share: 0.599
  – # setup viols final: 0
  – Fmax: 505 MHz
  – Fin. max-slew vios: 0
  – Clock Skew: 0.00433 ns
  – RSZ-0062 raised after global routing: false
  – Final Hold Viols: 0
  – Setup TNS Final: 0 ns
  – Final worst slack: 1.32 ns
  – Least-Margin Pin Slew: 0.520 ns
  – Tmin final: 1.98 ns

Yosys
  – Top cells, area: dfrtp_1 38%, ha_1 9.6%, o21ai_0 4.5%
  – Synth warnings: 1
  – Async SR Flop Fraction: 1.00
  – Average size of a mapped cell: 9.81 um2
  – Dominant flop cell: dfrtp_1
  – Number of enable flip-flop cells: 0
  – Post-Syn Area: 785 um2
  – Area leader share: 0.383
  – Cell type with the largest total area: dfrtp_1
  – Chip area in the Yosys report: 785 um2
  – Post-Synthesis Cells: 80
  – Synth Seq Share: 0.416
  – Synth flops: 13
  – Unique masters post-synth: 32
  – Yosys cell count: 80

Pwr
  – P per Cell Area: 302 mW/mm2
  – Internal power: 0.250 mW
  – Leakage: 0.431 nW
  – Tot Pwr: 0.312 mW
  – Clk network pwr share: 0.447
  – Net Sw Frac: 0.199
  – Comb power frac: 0.042
  – VDD IR max: 135 uV
  – P_sw: 0.0622 mW
  – Sequential share of power: 0.511

Route
  – DRC viols: 0
  – Via/cell ratio: 3.84
  – Post-route antenna net violation count: 0
  – Initial DRC count: 90
  – DRT Pass-1 Iters: 4
  – # diodes: 0
  – Avg WL per Cell: 11.2 um
  – Total Wirelength: 1.84 mm
  – Vias post-DR: 630

GRT
  – Number of global-route vias before repair: 575
  – GR Util All Layers: 0.0446
  – Pin count of the biggest net entering global routing: 15
  – Grt ovf: 0
  – Number of antenna violations at the first check in global routing: 0
  – First-pass GRT wire length: 3.11 mm

Place
  – Hpwl dp: 1.37 mm
  – Pre-CTS setup slack: 1.09 ns
  – I/O Buffers: 14
  – RD Place Congestion: 0.848
  – Placed instance area: 988 um2

Floorplan
  – CORE AREA: 0.00507 mm2
  – Die Height: 92 um
  – Die Area: 0.00846 mm2
  – # rows: 26
  – Initial Utilization: 0.155
  – Chip width: 92 um
  – I/O pins: 15

Worst hold path
  – Tightest Hold Check Type: reg2reg

Setup path
  – WP data required: 3.46 ns
  – Arr. time, crit path: 2.14 ns
  – CP Capture Type: register
  – CP max FO: 13
  – Startpoint types: input port
  – Crit path kind: in2reg

Cells and area
  – Top Layout Cells: 14 x clkdlybuf4s50_1, 12 x dfrtp_1, 7 x o21ai_0, 7 x nand2_1
  – Layout cell share with drive strength beyond 1: 0.0851
  – Finished Cell Area: 0.00103 mm2
  – Syn-to-layout area delta: 31.7%
  – Top logic cell by instance count in the layout: clkdlybuf4s50_1

Flow run
  – Number of logged tool warnings: 29
  – Max-Cap Viols: 0
==> power by group through the flow <==
| stage | Sequential, mW | Combinational [mW] | Clock, mW |
|---|---|---|---|
| final | 0.160 | 0.0130 | 0.140 |
| after CTS | 0.160 | 0.0131 | 0.145 |
| after global routing | 0.159 | 0.0149 | 0.155 |
==> area by class of cell <==
| type | count | area (um2) |
|---|---|---|
| inverters | 6 | 22.5 |
| well taps | 70 | 87.6 |
| multi-input cells | 57 | 412 |
| fillers | 571 | 4040 |
| repair buffers | 14 | 140 |
| flip-flops and latches | 13 | 327 |
| clock buffers | 4 | 45.0 |
==> Yosys cell counts (2+ instances only) <==
master,number
a21oi_1,6
clkbuf_1,2
dfrtp_1,12
ha_1,6
inv_1,6
mux2_2,3
nand2_1,7
nand2b_1,2
nor2_1,3
nor3_1,3
o21ai_0,7
xnor2_1,3
==> per-stage QoR <==
| step | utilization | hold slack, ns | std cells |
|---|---|---|---|
| 2_1_floorplan | - | 0.442 | 80 |
| 3_3_place_gp | 0.195 | 0.494 | 160 |
| 3_5_place_dp | 0.195 | 0.496 | 160 |
| 4_1_cts | 0.204 | 0.508 | 164 |
| 5_1_grt | 0.204 | 0.542 | 164 |
| 6_report | 0.204 | 0.503 | 164 |
==> worst paths after layout <==
kind | start | end | slack (ns) | cells after the start
setup / recovery | coin_2 | total_coins_display[3]$_DFFE_PP0P_ | 1.32 | 4
hold / removal | change_display[2]$_DFFE_PP0P_ | change_display[2]$_DFFE_PP0P_ | 0.50 | 1
setup reg to reg | total_coins_display[0]$_DFFE_PP0P_ | drink_dispensed$_DFFE_PP0P_ | 1.44 | 6
hold reg to reg | change_display[2]$_DFFE_PP0P_ | change_display[2]$_DFFE_PP0P_ | 0.50 | 1
max in group asynchronous | reset | state[0]$_DFF_PP1_ | 2.18 | 2
min in group asynchronous | reset | change_dispensed$_DFFE_PP0N_ | 0.76 | 2
==> sequential cells by signal, summed over array words and instances, names as in the netlist <==
name	cells
change_dispensed	1
total_coins_display	4
drink_dispensed	1
state	3
change_display	4
==> kinds of logic (layout without fill, tap and decap cells) <==
| kind of cell | after synthesis | count (layout) | synth area share |
|---|---|---|---|
| XOR/XNOR | 4 | 4 | 0.0447 |
| buffers and inverters | 10 | 24 | 0.0590 |
| AND-OR/OR-AND | 21 | 21 | 0.175 |
| multiplexers | 4 | 4 | 0.0574 |
| flip-flops | 13 | 13 | 0.416 |
| adder cells (fa/ha/maj) | 6 | 6 | 0.0957 |
| AND/OR/NAND/NOR | 22 | 22 | 0.152 |
==> per-layer routing <==
layer	up-vias	part of all wire	wire length, um	GRT usage
met4	0	0	0	0
met1	296	0.51	928	0.0658
met5	-	0	0	0
met3	0	0.078	144	0.0206
met2	21	0.42	763	0.0618
li1	313	-	-	-
==> worst max-delay path, cell delays in order <==
cell	delay, ns
clkdlybuf4s50_1	0.72
o221ai_2	0.22
or3_1	0.40
a21oi_1	0.15
Power is estimated from default activity; no workload was simulated.
